==> /design/flow/design.v <==
module FloatingCompare (input [15:0]A,
                        input [15:0]B,
                        output reg result);
    always @(*) begin
        if (A[15] != B[15])
            result = ~A[15];   
        else begin
            if (A[14:10] != B[14:10]) begin
                result = (A[14:10] > B[14:10]) ? 1'b1 : 1'b0;   
                if (A[15]) result = ~result;   
            end
            else begin
                result = (A[9:0] > B[9:0]) ? 1'b1 : 1'b0;   
                if (A[15]) result = ~result;   
            end
        end
    end
endmodule
module max #(
    parameter int NUM_C   = 10           
) (
    input  logic clk,
    input  logic rst,
    input  logic en,
    input  logic clear,     
    input  logic [15:0] A,
    input  logic [$clog2(NUM_C)-1:0] label_i,
    output logic [$clog2(NUM_C)-1:0] label_o,
    output logic [15:0] max
);
    logic [15:0] reg_v;
    logic [15:0] reg_in;
    logic cmp_o;
    logic [$clog2(NUM_C)-1:0] reg_l;
    logic [$clog2(NUM_C)-1:0] label_in;
    assign label_o = reg_l;
    assign max     = reg_v;
    always_ff @(posedge clk or negedge rst) begin : REG_IN 
        if (!rst)
            reg_in <= 16'b1111110000000000;  
        else if (clear)  reg_in <= 16'b1111110000000000;  
        else if (en)
            reg_in <= A;    
    end
    always_ff @(posedge clk or negedge rst) begin : LABEL_IN 
        if (!rst)
            label_in <= '0; 
        else if (en)
            label_in <= label_i;    
    end
    always_ff @(posedge clk or negedge rst) begin : REG_V 
        if (!rst)
            reg_v <= 16'b1111110000000000;  
        else if (clear)  reg_v <= 16'b1111110000000000;  
        else if (cmp_o)
            reg_v <= reg_in;    
    end
    always_ff @(posedge clk or negedge rst) begin : LABEL_V 
        if (!rst)
            reg_l <= '0;
        else if (clear)
            reg_l <= '0;
        else if (cmp_o)
            reg_l <= label_in;   
    end
    FloatingCompare CMP(   
        .A(reg_in),
        .B(reg_v),
        .result(cmp_o)                    
    );
endmodule
==> /design/flow/run.sh <==
#!/bin/bash
# OpenROAD 26Q1-2900-gdf79404cd8, Yosys 0.63+post, stock flow scripts
make -C /OpenROAD-flow-scripts/flow DESIGN_CONFIG=/design/flow/config.mk WORK_HOME=/design/flow/orfs finish
==> /design/flow/config.mk <==
export PLATFORM = sky130hd
export DESIGN_NAME = max
export DESIGN_NICKNAME = max
export VERILOG_FILES = /design/flow/design.v
export SDC_FILE = /design/flow/constraint.sdc
export NUM_CORES = 4
export LEC_CHECK = 1
export CORE_UTILIZATION = 40
==> /design/flow/constraint.sdc <==
current_design max

set clk_period 3.7
set clk_io_pct 0.2

create_clock -name clk0 -period $clk_period [get_ports {clk}]

set non_clock_inputs [all_inputs -no_clocks]
set_input_delay [expr $clk_period * $clk_io_pct] -clock clk0 $non_clock_inputs
set_output_delay [expr $clk_period * $clk_io_pct] -clock clk0 [all_outputs]
==> qor.json <==
{
  "top_logic_kind": "multiplexers",
  "wl_per_cell_microns": 13.8,
  "status": "complete, no violations",
  "warning_count": 25,
  "timing.max_cap.violations": 0,
  "worst_ep_required_time_ns": 3.91,
  "core_util_floorplan_pct": 42.5,
  "combined_flip_flop_and_latch_cell_area_sq_um": 1020,
  "die.size.x_microns": 73.6,
  "numSynthFlops": 40,
  "synth_dominant_cell_count": "sky130_fd_sc_hd__mux2i_1",
  "total_standard_cell_area_after_synthesis_sq_um": 2050,
  "via_count_of_the_first_global_routing_pass": 1532,
  "clkSinkCount": 40,
  "peak_supply_drop_mv": 0.184,
  "drt.antenna.violating_nets": 0,
  "grt_start_max_net_pins": 41,
  "layout_min_cycle_time_ns": 2.93,
  "synth.area.mux_share_pct": 19.1,
  "post_route_cells_drive_above_1_share_pct": 16.8,
  "fp-row-count": 25,
  "worstMarginPinSlew_ns": 0.661,
  "layout.filler_cells": 414,
  "combGateArea_sq_um": 912,
  "setup.worst_path.start_class": "flop",
  "finalWirelength_microns": 4140,
  "cts_htree_levels": 2,
  "hpwlAfterDp_microns": 3040,
  "worstHoldPathType": "input pin to async pin",
  "ctsResizeCount": 0,
  "post_cts_hold_buffer_count": 0,
  "timing_worst_setup_path_type": "flop to flop",
  "max_area_cell_share_pct": 34.2,
  "grt_first_pass_wirelength_microns": 7110,
  "yosys_simple_share_pct": 10.4,
  "areaGrowthSynthToFinish_pct": 28.6,
  "cts_root_buf": "sky130_fd_sc_hd__clkbuf_8",
  "skew_ns": 0.00907,
  "track_usage_pct": 17.6,
  "critical_path.max_fanout": 9,
  "timing.final.crit_share_pct": 79.3,
  "portBuffers": 43,
  "post_cts_setup_repair_bufs": 0,
  "power.static_leakage_nw": 1.23,
  "chipArea_sq_um": 5410,
  "rsz0062_at_grt": "false",
  "yosys.stat.seqShare_pct": 49.6,
  "tritoncts": "yes",
  "postLayoutCoreUtil_pct": 54.7,
  "yosysWarningCount": 2,
  "clk_latency_ns": 0.29,
  "power.density_nw_per_um2": 408,
  "ys_sh_xor_pct": 0,
  "synthDominantAreaCellType": "sky130_fd_sc_hd__dfrtp_1",
  "yosys_most_used_dff": "sky130_fd_sc_hd__dfrtp_1",
  "antenna_found_initial": 0,
  "via_per_inst": 4.88,
  "critPathCaptureType": "flop",
  "global_route.overflow_total": 0,
  "final.hold.worst_slack_ns": 0.486,
  "post-route-drc-count": 0,
  "drt_first_pass_iters": 4,
  "max_slew_margin_pct": 55.8,
  "arrival_ns": 3.14,
  "p_total_mw": 1.08,
  "maxClockFrequency_mhz": 341,
  "area_leaders": "sky130_fd_sc_hd__dfrtp_1 (34%), sky130_fd_sc_hd__dfstp_2 (15%), sky130_fd_sc_hd__mux2i_1 (14%)",
  "synth_stat.cells": 183,
  "drt_iter0_drc": 90,
  "slew_violations": 0,
  "ctsLongestPathBuffers": 2,
  "worst_setup_hold_path_clk_slew_ns": 0.07,
  "top_cells_by_count": "sky130_fd_sc_hd__mux2i_1 (29), sky130_fd_sc_hd__dfrtp_1 (28), sky130_fd_sc_hd__inv_1 (21)",
  "detailroute.via_count": 1459,
  "syn_avg_cell_area_sq_um": 11.2,
  "timing.setup.tns_ns": 0,
  "total_i_o_pin_count": 44,
  "routabilityCongestion": 0.813,
  "ys_types": 27,
  "post_synth_inst_count": 183,
  "yosys.stat.chipArea_sq_um": 2050,
  "die_height_microns": 73.6,
  "finalHoldViolCount": 0,
  "setup_viol_count_final": 0,
  "core_area_sq_um": 4820,
  "ys_sh_aoi_pct": 5.43,
  "synth-edff-count": 0,
  "synthAdderAreaFrac_pct": 9.16,
  "tritoncts.num_buffers": 5,
  "antenna_cells": 0,
  "async_flop_share_pct": 100
}
## sequential cells by signal, summed over array words and instances (netlist names)
register  flops
reg_v        16
label_in      4
reg_l         4
reg_in       16
## layout make-up
type / count / area share, %
Clock inverter: 1 / 0.190
Tap cell: 67 / 3.18
Sequential cell: 40 / 38.6
Inverter: 21 / 2.99
Multi-Input combinational cell: 115 / 34.6
Clock buffer: 7 / 2.90
Timing Repair Buffer: 48 / 17.6
## power breakdown
| part | leakage [nW] | total (mW) | internal (mW) | switching, mW |
|---|---|---|---|---|
| Sequential | 0.494 | 0.508 | 0.484 | 0.0244 |
| Combinational | 0.699 | 0.295 | 0.167 | 0.128 |
| Clock | 0.0422 | 0.273 | 0.132 | 0.141 |
| Total | 1.23 | 1.08 | 0.783 | 0.294 |
## cells in the final DEF (no fill, tap or decap), types with 3 or more instances in the layout
cell,count
sky130_fd_sc_hd__nor2_1,18
sky130_fd_sc_hd__a21oi_1,3
sky130_fd_sc_hd__mux2i_1,29
sky130_fd_sc_hd__clkbuf_8,5
sky130_fd_sc_hd__nor2b_1,4
sky130_fd_sc_hd__ha_1,15
sky130_fd_sc_hd__clkdlybuf4s50_1,42
sky130_fd_sc_hd__nand2_1,20
sky130_fd_sc_hd__inv_1,21
sky130_fd_sc_hd__dfrtp_1,28
sky130_fd_sc_hd__mux2_2,9
sky130_fd_sc_hd__dfstp_2,12
sky130_fd_sc_hd__buf_4,5
## metrics by stage
step | worst slack, ns | instances | instance area, sq um
finish | 0.767 | 299 | 2640
detailed placement | 0.788 | 291 | 2550
global placement | 0.898 | 291 | 2550
CTS | 0.758 | 299 | 2640
global route | 0.641 | 299 | 2640
floorplan | 1.17 | 183 | 2050
## kinds of logic after synthesis
family,count (synthesis)
compound gates,14
fa+ha+maj,15
buf+inv,28
flops,40
mux,38
simple gates,48
## critical path: stages (launching register included)
cell                       delay [ns]
sky130_fd_sc_hd__dfstp_2         0.53
sky130_fd_sc_hd__inv_1           0.05
sky130_fd_sc_hd__ha_1            0.31
sky130_fd_sc_hd__and4_2          0.25
sky130_fd_sc_hd__a221o_2         0.40
sky130_fd_sc_hd__a22o_1          0.27
sky130_fd_sc_hd__a211oi_4        0.52
sky130_fd_sc_hd__buf_4           0.30
sky130_fd_sc_hd__mux2i_1         0.23
## per-layer routing
| metal | GRT usage, % | routed length, microns | share of wire [%] |
|---|---|---|---|
| met2 | 26.3 | 1860 | 45 |
| met1 | 27.2 | 2010 | 48 |
| met4 | 2.56 | 51 | 1.2 |
| met5 | 0 | 0 | 0 |
| met3 | 4.85 | 223 | 5.4 |
## worst paths after layout
check / from / end / slack, ns / cells past startpoint
setup / recovery: reg_v[14] / reg_v[13] / 0.77 / 8
hold / removal: rst / reg_in[3] / 0.49 / 2
setup reg to reg: reg_v[14] / reg_v[13] / 0.77 / 8
hold reg to reg: reg_v[10] / reg_v[10] / 0.49 / 2
max in group asynchronous: rst / reg_v[13] / 2.82 / 2
min in group clk0: reg_v[10] / reg_v[10] / 0.49 / 2
No activity file was given, so power comes from the tool's default toggle rates.
